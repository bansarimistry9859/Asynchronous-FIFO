$ cat ./design.v
module asyncfifo (
  input  wclk, wrst_n,
  input  rclk, rrst_n,
  input  w_en, r_en,
  input  [7:0] data_in,       
  output reg [7:0] data_out,
  output reg full,
  output reg empty
);
  parameter DEPTH = 8;
  parameter PTR_WIDTH = 3;    
  wire [PTR_WIDTH:0] g_wptr_sync, g_rptr_sync;
  wire [PTR_WIDTH:0] b_wptr, b_rptr;
  wire [PTR_WIDTH:0] g_wptr, g_rptr;
  wire full_wire, empty_wire;
  wire [7:0] data_out_wire;
  synchronizer sync_wptr (
    rclk,
    rrst_n,
    g_wptr,
    g_wptr_sync
  );
  synchronizer sync_rptr (
    wclk,
    wrst_n,
    g_rptr,
    g_rptr_sync
  );
  wptr_handler wptr_h (
    wclk,
    wrst_n,
    w_en,
    g_rptr_sync,
    b_wptr,
    g_wptr,
    full_wire
  );
  rptr_handler rptr_h (
    rclk,
    rrst_n,
    r_en,
    g_wptr_sync,
    b_rptr,
    g_rptr,
    empty_wire
  );
  fifo_mem fifom (
    wclk,
    w_en,
    rclk,
    r_en,
    b_wptr,
    b_rptr,
    data_in,
    full_wire,
    empty_wire,
    data_out_wire
  );
  always @(posedge rclk) begin
    full      <= full_wire;
    empty     <= empty_wire;
    data_out  <= data_out_wire;
  end
endmodule
module fifo_mem #(parameter DEPTH=8, DATA_WIDTH=8, PTR_WIDTH=3) (
  input  wclk, w_en,
  input  rclk, r_en,
  input  [PTR_WIDTH:0] b_wptr, b_rptr,
  input  [DATA_WIDTH-1:0] data_in,
  input  full, empty,
  output reg [DATA_WIDTH-1:0] data_out
);
  reg [DATA_WIDTH-1:0] fifo[0:DEPTH-1];
  always @(posedge wclk) begin
    if (w_en & !full)
      fifo[b_wptr[PTR_WIDTH-1:0]] <= data_in;
  end
  always @(posedge rclk) begin
    if (r_en & !empty)
      data_out <= fifo[b_rptr[PTR_WIDTH-1:0]];
  end
endmodule
module rptr_handler #(parameter PTR_WIDTH=3) (
  input rclk, rrst_n, r_en,
  input [PTR_WIDTH:0] g_wptr_sync,
  output reg [PTR_WIDTH:0] b_rptr, g_rptr,
  output reg empty
);
  wire [PTR_WIDTH:0] b_rptr_next;
  wire [PTR_WIDTH:0] g_rptr_next;
  wire rempty;
  assign b_rptr_next = b_rptr + (r_en & !empty);
  assign g_rptr_next = (b_rptr_next >> 1) ^ b_rptr_next;
  assign rempty = (g_wptr_sync == g_rptr_next);
  always @(posedge rclk or negedge rrst_n) begin
    if (!rrst_n) begin
      b_rptr <= 0;
      g_rptr <= 0;
    end else begin
      b_rptr <= b_rptr_next;
      g_rptr <= g_rptr_next;
    end
  end
  always @(posedge rclk or negedge rrst_n) begin
    if (!rrst_n)
      empty <= 1;
    else
      empty <= rempty;
  end
endmodule
module synchronizer #(parameter WIDTH=3) (
    input  wire              clk,
    input  wire              rst_n,
    input  wire [WIDTH:0]    d_in,
    output reg  [WIDTH:0]    d_out
);
    reg [WIDTH:0] q1;
    always @(posedge clk) begin
        if (!rst_n) begin
            q1    <= 0;
            d_out <= 0;
        end
        else begin
            q1    <= d_in;
            d_out <= q1;
        end
    end
endmodule
module wptr_handler #(parameter PTR_WIDTH=3) 
(
  input wclk, wrst_n, w_en,
  input [PTR_WIDTH:0] g_rptr_sync,
  output reg [PTR_WIDTH:0] b_wptr, g_wptr,
  output reg full
);
  wire [PTR_WIDTH:0] b_wptr_next;
  wire [PTR_WIDTH:0] g_wptr_next;
  wire wfull;
  assign b_wptr_next = b_wptr + (w_en & !full);           
  assign g_wptr_next = (b_wptr_next >> 1) ^ b_wptr_next;  
  always @(posedge wclk or negedge wrst_n) begin
    if (!wrst_n) begin
      b_wptr <= 0;
      g_wptr <= 0;
    end else begin
      b_wptr <= b_wptr_next;
      g_wptr <= g_wptr_next;
    end
  end
  always @(posedge wclk or negedge wrst_n) begin
    if (!wrst_n)
      full <= 0;
    else
      full <= wfull;
  end
  assign wfull = (g_wptr_next == {~g_rptr_sync[PTR_WIDTH:PTR_WIDTH-1], g_rptr_sync[PTR_WIDTH-2:0]});
endmodule
$ cat ./run.sh
#!/bin/bash
# OpenROAD 26Q1-2900-gdf79404cd8, Yosys 0.63+post, stock flow scripts
make -C /OpenROAD-flow-scripts/flow DESIGN_CONFIG=/design/flow/config.mk WORK_HOME=/design/flow/orfs finish
$ cat ./config.mk
export PLATFORM = sky130hd
export DESIGN_NAME = asyncfifo
export DESIGN_NICKNAME = asyncfifo
export VERILOG_FILES = /design/flow/design.v
export SDC_FILE = /design/flow/constraint.sdc
export NUM_CORES = 4
export LEC_CHECK = 1
export CORE_UTILIZATION = 30
$ cat ./constraint.sdc
current_design asyncfifo

set clk_period 3.1
set clk_io_pct 0.2

create_clock -name clk0 -period $clk_period [get_ports {rclk}]
create_clock -name clk1 -period $clk_period [get_ports {wclk}]

set non_clock_inputs [all_inputs -no_clocks]
set_input_delay [expr $clk_period * $clk_io_pct] -clock clk0 $non_clock_inputs
set_output_delay [expr $clk_period * $clk_io_pct] -clock clk0 [all_outputs]
==> run_results.csv <==
group,metric,value,unit
outcome,status,"complete, no violations",
clocking,cts_hold_buffers,0,
synth,ys_types,32,
detailed_routing,first_pass_iters,4,
detailed_routing,drt_wl_total,6560,microns
synth,ys_seq_share,75.1,%
detailed_routing,antenna_left,0,
run,log.warning_count,27,
final_timing,maxSlewHeadroom,52.4,%
die,die_y,119,microns
detailed_routing,drtIter0Drc,114,
cells_and_area,n_fill_cell,1174,
synth,ys_seq_elements,114,
synth,syn_avg_cell_area,18.8,sq um
clocking,cts_resized,0,
die,dieWidth,119,microns
pwr,powerDensity,1000,nW/um^2
placement,portBuffers,22,
worst_setup_path,r2r-start,"wptr_h.full",
final_timing,drv_slew,0,
synth,netlist_instances,219,
worst_setup_path,crit_path_start_kind,"primary input",
global_routing,grt_pass1_wl,10900,microns
synth,yosys_warnings,5,
worst_setup_path,regToRegSetupSlack,1.06,ns
cells_and_area,finalInstanceArea,5040,sq um
worst_setup_path,required,3.36,ns
clocking,path_clk_slew,0.06,ns
synth,edf_count,72,
die,fp-row-count,42,
detailed_routing,vias,1916,
synth,syn_area,4110,sq um
clocking,cts_tree,"yes",
clocking,cts_setup_buffers,0,
die,core,13300,sq um
placement,dp.cells,421,
pwr,ir_worst_vdd,0.374,mV
worst_setup_path,crit_slowest_cell,"clkdlybuf4s50_1",
placement,dpl_cell_area,4590,sq um
cells_and_area,fin_cells,445,
global_routing,grt_pass1_vias,2027,
global_routing,antenna_found_initial,0,
cells_and_area,syn_to_final_growth,22.7,%
synth,top_cell_area_share,52.6,%
die,core_util_floorplan,30.9,%
worst_hold_path,whs_endpoint,"data_out[1]",
worst_setup_path,critPathKind,"in2reg",
cells_and_area,drive_above_1_share,23.0,%
detailed_routing,viasPerCell,4.31,
worst_setup_path,cp-end-kind,"flip-flop",
synth,yosysChipArea,4110,sq um
global_routing,overflow,0,
worst_setup_path,path_buffers,1,
final_timing,fin_setup_tns,0,ns
global_routing,track_usage,10.7,%
run,max_cap_violations,0,
die,io_pins,24,
synth,ys.flop_type,"edfxtp_1",
worst_setup_path,cp_common_cell,"ha_1",
worst_setup_path,critPathMaxFanout,5,
worst_setup_path,max_stage_delay,0.44,ns
worst_hold_path,whs_path_depth,0,
global_routing,grt_max_degree,19,
worst_setup_path,r2r_end,"wptr_h.full",
synth,top_cells_by_count,"72 x edfxtp_1, 26 x dfxtp_1, 16 x and2_1, 16 x mux4_2, 15 x dfrtp_1",
worst_setup_path,critPathTopFamily,"simple AND/OR/NAND/NOR gates",
final_timing,finClkSkew,0.00577,ns
worst_hold_path,hp-class,"reg2reg",
placement,gp_congestion,0.766,
final_timing,worst_pin_slew,0.714,ns
worst_hold_path,hp-start,"fifom.data_out[1]",
worst_setup_path,worstPathCellList,"clkdlybuf4s50_1 > nor2b_1 > ha_1 > ha_1 > xor2_2 > xor2_1 > or3_1 > a22oi_2",
placement,hpwl,4010,microns
worst_setup_path,cp.arrival,2.65,ns
final_timing,hold_viol,0,
synth,ys_cells,219,
detailed_routing,drc,0,
detailed_routing,routedWlPerCell,14.8,microns
final_timing,finalSetupViolCount,0,
pwr,p_leak,1.77,nW
synth,netlist.top_cell.by_area,"edfxtp_1",
synth,topCellsByArea,"edfxtp_1 53%, dfxtp_1 13%, dfrtp_1 9.1%, mux4_2 8.8%, and2_1 2.4%",
final_timing,rsz0062_at_grt,"no",
worst_setup_path,cp.depth,8,
clocking,cts.sinks,114,
worst_setup_path,r2r_cells,7,
detailed_routing,num_antenna_cells,0,
die,chipArea,14200,sq um
pwr,finalPower,0.00505,W
cells_and_area,utilization,37.9,%
synth,synth.most_common_cell,"edfxtp_1",
synth,synth_async_sr_flop_share,14.0,%
==> per-layer routing <==
layer,track usage (%),vias up,wire (microns),share of wire [%]
met2,15.3,75,2980,45
met1,15.4,919,2770,42
met3,5.33,15,606,9.2
met5,0,-,0,0
met4,2.69,0,199,3.0
li1,-,907,-,-
==> cell families (layout without fill, tap and decap cells) <==
logic type	after synthesis	count (layout)	share of synthesized area (%)
AOI/OAI and AO/OA	9	9	1.71
xor gates and xnor gates	19	19	4.23
adders and majority gates	4	4	1.22
buffers and inverters	8	58	1.10
DFF	114	114	75.1
muxes	25	25	11.2
and+or+nand+nor	40	40	5.48
==> worst reg2reg max path: stages (launching register included) <==
cell     delay [ns]
dfrtp_1        0.39
nor2b_1        0.21
ha_1           0.21
ha_1           0.19
xor2_2         0.29
xor2_1         0.13
or3_1          0.38
a22oi_2        0.17
==> registers in the layout, indices dropped and copies added, names as in the netlist <==
| signal | count |
|---|---|
| fifom.fifo | 64 |
| data_out | 8 |
| fifom.data_out | 8 |
| rptr_h.b_rptr | 4 |
| sync_rptr.d_out | 4 |
| sync_rptr.q1 | 4 |
| sync_wptr.d_out | 4 |
| sync_wptr.q1 | 4 |
| wptr_h.b_wptr | 4 |
| rptr_h.g_rptr | 3 |
| wptr_h.g_wptr | 3 |
| empty | 1 |
| full | 1 |
| rptr_h.empty | 1 |
| wptr_h.full | 1 |
==> worst max path at each step <==
stage | from | endpoint | slack [ns]
after CTS | w_en | wptr_h.full | 0.70
after global routing | w_en | wptr_h.full | 0.53
final | w_en | wptr_h.full | 0.71
==> final cells by class <==
class	count	area, sq um	share of cell area (%)
sequential	114	3080	61.2
multi-input combinational	97	980	19.4
clock buffer	15	354	7.03
timing repair buffer	33	303	6.01
tap	176	220	4.37
clock inverter	9	95.1	1.89
inverter	1	3.75	0.0745
==> layout by cell type (no fill, tap or decap), types with 3 or more instances in the layout <==
cell type	instances
xor2_1	10
clkbuf_16	14
dfxtp_1	26
nand2b_1	3
dfrtp_1	15
nand3_1	4
clkdlybuf4s50_1	22
and2_1	16
nor2_1	6
nand2_1	3
ha_1	4
edfxtp_1	72
mux2_2	8
a21oi_1	4
buf_4	11
xnor2_1	8
mux4_2	16
==> report_power, final <==
part / leakage, nW / internal [W] / switching [W]
Combinational: 0.490 / 0.000686 / 0.000592
Sequential: 1.06 / 0.00205 / 0.000187
Clock: 0.217 / 0.000934 / 0.000604
==> through the flow <==
stage / worst slack [ns] / hold slack [ns]
finish: 0.709 / 0.336
CTS: 0.705 / 0.338
floorplan: 0.725 / 0.323
global placement: 0.422 / 0.325
detailed placement: 0.323 / 0.327
global route: 0.532 / 0.347
No activity file was given, so power comes from the tool's default toggle rates.
